==> ./design.v <==
module rgst #(
    parameter w=8
)(
    input clk, rst_b, ld, clr, 
    input [w-1:0] d, 
    output reg [w-1:0] q
);
    always @ (posedge clk, negedge rst_b)
        if (!rst_b)                 q <= 0;
        else if (clr)               q <= 0;
        else if (ld)                q <= d;
endmodule
module div_by_6(
  input clr, c_up, clk, rst_b,
  output dclk
);
wire [2:0] q;
rgst #(.w(3)) REG(
  .clk(clk),
  .rst_b(rst_b),
  .ld(c_up),
  .clr(clr | (q[2]&q[0])),
  .d({q[2] ^ (q[1] & q[0]), q[1] ^ q[0], ~q[0]}),
  .q(q)
);
assign dclk = ~(q[2] | q[1] | q[0]);
endmodule
module div_by_6_tb;
reg clk, rst_b, clr, c_up;
wire dclk;
div_by_6 uut(
  .clr(clr),
  .c_up(c_up),
  .clk(clk),
  .rst_b(rst_b),
  .dclk(dclk)
);
initial begin
  clk = 0;
  rst_b = 0;
  clr = 0;
  c_up = 1;
end
integer i;
initial begin
  for(i = 1; i <= 30; i = i + 1) begin
    #50; clk = ~clk;
  end
end
initial begin
  #25; rst_b = 1;
end
initial begin
  #700; clr = 1;
  #100; clr = 0;
  #600; clr = 1;
  #100; clr = 0;
end
 initial begin
    $monitor("Timp: %t | clk: %b | rst_b: %b | clr: %b | c_up: %b | dclk: %b", $time, clk, rst_b, clr, c_up, dclk);
  end
endmodule
module decoder_1to4 (
    input [1:0] addr,   
    input enable,       
    output reg [3:0] out 
);
    always @(*) begin
        if (enable) begin
            case (addr)
                2'b00: out = 4'b0001;
                2'b01: out = 4'b0010;
                2'b10: out = 4'b0100;
                2'b11: out = 4'b1000;
            endcase
        end else begin
            out = 4'b0000; 
        end
    end
endmodule
module regfl_4x8 (
    input wire clk,              
    input wire rst_b,            
    input wire [7:0] wr_data,    
    input wire [1:0] wr_addr,    
    input wire wr_e,             
    output reg [7:0] rd_data,   
    input wire [1:0] rd_addr    
);
    wire [7:0] q0, q1, q2, q3;
    wire [3:0] ld;
    decoder_1to4 decoder (
        .addr(wr_addr),  
        .enable(wr_e),   
        .out(ld)         
    );
    rgst #(8) reg0 (
        .clk(clk),
        .rst_b(rst_b),
        .ld(ld[0]),              
        .clr(1'b0),              
        .d(wr_data),             
        .q(q0)                   
    );
    rgst #(8) reg1 (
        .clk(clk),
        .rst_b(rst_b),
        .ld(ld[1]),              
        .clr(1'b0),
        .d(wr_data),
        .q(q1)
    );
    rgst #(8) reg2 (
        .clk(clk),
        .rst_b(rst_b),
        .ld(ld[2]),              
        .clr(1'b0),
        .d(wr_data),
        .q(q2)
    );
    rgst #(8) reg3 (
        .clk(clk),
        .rst_b(rst_b),
        .ld(ld[3]),              
        .clr(1'b0),
        .d(wr_data),
        .q(q3)
    );
    always @(*) begin
      case (rd_addr)
          2'b00: rd_data = q0;
          2'b01: rd_data = q1;
          2'b10: rd_data = q2;
          2'b11: rd_data = q3;
          default: rd_data = 8'b0; 
      endcase
    end
endmodule
module regfl_4x8_tb;
    reg clk;                     
    reg rst_b;                   
    reg [7:0] wr_data;           
    reg [1:0] wr_addr;           
    reg wr_e;                    
    reg [1:0] rd_addr;           
    wire [7:0] rd_data;          
    regfl_4x8 uut (
        .clk(clk),
        .rst_b(rst_b),
        .wr_data(wr_data),
        .wr_addr(wr_addr),
        .wr_e(wr_e),
        .rd_data(rd_data),
        .rd_addr(rd_addr)
    );
    localparam CLK_PERIOD = 100;
    localparam RUNNING_CYCLES = 9;
    initial begin
        clk = 1'd0;
        repeat (2*RUNNING_CYCLES) #(CLK_PERIOD/2) clk = ~clk;
    end
    localparam RST_DURATION = 5;
    initial begin
      rst_b = 1'd0;
      #RST_DURATION rst_b = 1'd1;
    end
    initial begin
        $monitor("Time:%t | wr_addr: %d | wr_data: %d | rd_addr: %d | rd_data: %d", 
                 $time, wr_addr, wr_data, rd_addr, rd_data);
    end
    initial begin
        wr_addr = 2'h0; 
        #100 wr_addr = 2'h2;
        #100 wr_addr = 2'h1;
        #100 wr_addr = 2'h3;
        #100 wr_addr = 2'h0;
        #100 wr_addr = 2'h1;
        #100 wr_addr = 2'h3;
        #100 wr_addr = 2'h2;
        #100 wr_addr = 2'h3;
    end
    initial begin
        wr_data = 8'ha2; 
        #100 wr_data = 8'h2e;
        #100 wr_data = 8'h98;
        #100 wr_data = 8'h55;
        #100 wr_data = 8'h20;
        #100 wr_data = 8'hff;
        #100 wr_data = 8'hc7;
        #100 wr_data = 8'hb5;
        #100 wr_data = 8'h91;
    end
    initial begin
        wr_e=1;
        #200 wr_e=0;
        #100 wr_e=1;
        #400 wr_e=0;
        #100 wr_e=1;
    end
    initial begin
        rd_addr = 2'h3; 
        #100 rd_addr = 2'h0;
        #100 rd_addr = 2'h1;
        #100 rd_addr = 2'h2;
        #100 rd_addr = 2'h0;
        #100 rd_addr = 2'h3;
        #100 rd_addr = 2'h1;
        #100 rd_addr = 2'h2;
        #100 rd_addr = 2'h3;
    end
endmodule
==> ./run.sh <==
#!/bin/bash
# OpenROAD 26Q1-2900-gdf79404cd8, Yosys 0.63+post, stock flow scripts
make -C /OpenROAD-flow-scripts/flow DESIGN_CONFIG=/design/flow/config.mk WORK_HOME=/design/flow/orfs finish
==> ./config.mk <==
export PLATFORM = sky130hd
export DESIGN_NAME = regfl_4x8
export DESIGN_NICKNAME = regfl_4x8
export VERILOG_FILES = /design/flow/design.v
export SDC_FILE = /design/flow/constraint.sdc
export NUM_CORES = 4
export LEC_CHECK = 1
export CORE_AREA = 10 10 101 101
export DIE_AREA = 0 0 111 111
==> ./constraint.sdc <==
current_design regfl_4x8

set clk_period 2.0
set clk_io_pct 0.2

create_clock -name clk0 -period $clk_period [get_ports {clk}]

set non_clock_inputs [all_inputs -no_clocks]
set_input_delay [expr $clk_period * $clk_io_pct] -clock clk0 $non_clock_inputs
set_output_delay [expr $clk_period * $clk_io_pct] -clock clk0 [all_outputs]
==> impl_metrics.ini <==
; flow metrics
[synth]
ys_types = 7
syn-cell-area_um2 = 1400
ys_cells = 78
yosysWarnings = 3
avgSynthCellArea_um2 = 18.0
synth_flop_count = 32
yosysSeqAreaShare = 0.571
synth_cells = 78
ys_area_um2 = 1400

[final_timing]
fin_ws_ps = 41.0
hold_violations = 0
max_freq_mhz = 510
slew_violations = 0
period_used_share = 0.979
rsz0062_at_grt = false
min_period_ps = 1960
finClkSkew_ps = 0
worstMarginPinSlew_ps = 415
setup_viol = 0
relSlewSlack = 0.723

[worst_setup_path]
reg2reg_slack_ps = 1250
cp_data_arrival_time_ps = 1560
endpoint_kind = output pin
r2r_end = reg1.q[2]$_DFFE_PN0P_
crit_buf_inv = 4
cp-start-kind = primary input
critPathRequiredTime_ps = 1600
crit_cells = 5
slowest_delay_ps = 490
slowest_stage = mux4_2
crit_family = buffers and inverters
critical_path.startpoint = rd_addr[0]
r2r_start = reg1.q[2]$_DFFE_PN0P_
rr_worst_depth = 1
worst-path-max-fanout = 6
crit_type = primary input to output pin
worstPathCellList = clkdlybuf4s15_2, buf_12, buf_4, mux4_2, dlygate4sd2_1

[grt]
grt_pass1_wl_um = 4860
grt_usage = 0.0491
grt_antenna_before_repair = 0
grt_pass1_vias = 863
grt_max_degree = 33
grt_overflow = 0

[min_path]
hold_start = reg2.q[6]$_DFFE_PN0P_
worstHoldPathType = flop to flop
whs_endpoint = reg2.q[6]$_DFFE_PN0P_
hold_depth = 1

[detailed_routing]
diodes = 0
wl_met2_um = 1220
dr_wl_met3_um = 206
drtIter0Drc = 31
vias = 790
via_per_inst = 3.59
ant_nets = 0
wirelength_um = 2970
wl_per_cell_um = 13.5
drc = 0
met1_length_um = 1530
dr.max_layer_used = met4
drtPass1Iterations = 3

[placed_design]
postPlaceCellArea_um2 = 1790
dp_hpwl_um = 2080
port-buffer-count = 22
dpl_worst_slack_ps = -419
place.gp.congestion = 0.748

[cts]
cts_buffer_depth = 2
clk_latency_ps = 270
clock-sinks = 32
clk_pin_slew_ps = 60
cts_tree = done
cts_buffers = 5
ctsHoldBuffers = 0
htreeDepth = 2
cts-root-buf = clkbuf_8

[status]
status = finished clean

[job]
cap_violations = 0
log.warning_count = 25

[final_layout]
synthToLayoutAreaGrowth_pct = 37.4
fin_area_um2 = 1930
fillCellCount = 845
fin_util = 0.237
drive_above_1_share = 0.548

[power]
power.share.combinational = 0.196
total_leakage_power_uw = 0.000787
p_sw_uw = 368
pwr-share-clk = 0.312
cellPowerDensity_nw_per_um2 = 870
ir_drop_mv = 0.260
sw_frac_of_total = 0.220
seqPwrFrac = 0.492
intPower_uw = 1310

[die]
row_count = 33
chipArea_um2 = 12300
dieWidth_um = 111
core_area_um2 = 8130
initCoreUtil = 0.172
fp.dieH_um = 111
io_pins = 23
==> power groups by stage <==
stage	clock (uW)	combinational [uW]	sequential (uW)
CTS	547	333	824
global route	584	358	839
finish	524	328	825
==> through the flow <==
step                      instances  TNS [ps]  power [uW]  hold slack [ps]
after detailed placement        207     -3130        1190              489
after CTS                       219         0        1700              503
after global routing            220         0        1780              507
after floorplan                  78         0        1000              104
after global placement          207     -3190        1180              484
final                           220         0        1680              501
==> cells in the mapped netlist <==
cell type | count | area (um^2)
nand3_2 | 1 | 10.0
dfrtp_1 | 32 | 801
mux2_2 | 32 | 360
nand3b_2 | 2 | 22.5
mux4_2 | 8 | 180
buf_2 | 2 | 10.0
nor3b_4 | 1 | 18.8
==> worst max-delay path by stage <==
| stage | endpoint |
|---|---|
| final | rd_data[3] |
| after global routing | rd_data[3] |
| after CTS | rd_data[7] |
==> cells in the final DEF (no fill, tap or decap) <==
| cell type | Yosys | final |
|---|---|---|
| nand3_2 | 1 | 1 |
| clkdlybuf4s50_1 | 0 | 12 |
| dfrtp_1 | 32 | 32 |
| buf_6 | 0 | 1 |
| mux2_2 | 32 | 32 |
| buf_4 | 0 | 8 |
| nand3b_2 | 2 | 2 |
| clkdlybuf4s15_2 | 0 | 2 |
| clkdlybuf4s15_1 | 0 | 2 |
| nor3b_4 | 1 | 1 |
| clkbuf_8 | 0 | 7 |
| mux4_2 | 8 | 8 |
| buf_12 | 0 | 1 |
| dlygate4sd2_1 | 0 | 6 |
==> per-layer routing <==
metal / vias up / track usage
met5: - / 0
met4: 0 / 0.00347
met3: 2 / 0.0268
met2: 22 / 0.0629
met1: 394 / 0.0732
li1: 372 / -
==> cells by family (layout without fill, tap and decap cells) <==
logic type | after synthesis | count (layout) | synth area share
multiplexers | 40 | 40 | 0.385
buffers and inverters | 2 | 39 | 0.00714
AND/OR/NAND/NOR | 4 | 4 | 0.0366
flip-flops | 32 | 32 | 0.571
==> timing repair <==
item,CTS,global route
gates resized,14,3
buffers inserted,5,1
gates cloned,0,0
setup endpoints to repair,8,3
==> area by class of cell <==
class / count / area (um^2) / share of cell area
flip-flops and latches: 32 / 801 / 0.416
clock buffers: 7 / 96.3 / 0.0500
well taps: 105 / 131 / 0.0682
multi-input cells: 44 / 592 / 0.307
repair buffers: 32 / 307 / 0.159
==> registers in the layout, indices dropped and copies added, names as in the netlist <==
register and flops:
reg0.q 8, reg1.q 8, reg2.q 8, reg3.q 8
No activity file was given, so power comes from the tool's default toggle rates.
