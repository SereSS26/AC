===== ./config.mk =====
export PLATFORM = sky130hd
export DESIGN_NAME = add_64
export DESIGN_NICKNAME = add_64
export VERILOG_FILES = /design/flow/design.v
export SDC_FILE = /design/flow/constraint.sdc
export NUM_CORES = 4
export LEC_CHECK = 1
export CORE_AREA = 10 10 120 120
export DIE_AREA = 0 0 130 130

===== ./constraint.sdc =====
current_design add_64

set clk_period 27.6
set clk_io_pct 0.2

create_clock -name clk0 -period $clk_period

set non_clock_inputs [all_inputs -no_clocks]
set_input_delay [expr $clk_period * $clk_io_pct] -clock clk0 $non_clock_inputs
set_output_delay [expr $clk_period * $clk_io_pct] -clock clk0 [all_outputs]

===== ./design.v =====
module add_64 (
    input [63:0] a,  
    input [63:0] b,   
    output reg [63:0] sum
);
    always@(*) begin
     sum = a + b;  
   end  
endmodule

===== ./run.sh =====
#!/bin/bash
# OpenROAD 26Q1-2900-gdf79404cd8, Yosys 0.63+post, stock flow scripts
make -C /OpenROAD-flow-scripts/flow DESIGN_CONFIG=/design/flow/config.mk WORK_HOME=/design/flow/orfs finish

==> run summary <==
CP arrival: 8.98 ns
P_leak: 2.42 nW
Relative slew slack: 65.7%
Sequential fraction of design power: 0%
Final setup fails: 0
Initial DRC count: 214
Post-synthesis instance total: 555
Initial antenna violation count: 0
Post-cts hold buffer count: 0
Hold Crit Class: in -> out
Avg Cell Area, Syn: 6.88 um2
M1 GR Usage: 23.0%
ANT cells: 0
Die area: 0.0169 mm2
XOR Share, Synth: 13.8%
Buf/Inv on CP: 2
Psw: 0.0000662 W
Sw Ratio: 42.8%
Maxcap violations: 0
Peak supply drop: 13.7 uV
Slew Limit Fails: 0
Adder share: 21.2%
FP Util: 32.0%
Highest-count logic cell in the final layout: clkdlybuf4s50_1
Clock share of power: 0%
Postcts setup bufs: 0
Worst-path maximum fanout: 5
Area growth, synth to finish: 52.4%
Hold Violations, Final: 0
Port bufs: 192
Post-synthesis sequential area ratio: 0%
GRT met3 Usage: 2.51%
Delay-heaviest family, CP: AND-OR/OR-AND gates
Reg area: 0 um2
Max stage delay on crit path: 0.49 ns
Yosys stat area: 0.00382 mm2
Vias in the first global route: 4,591
Largest net degree at the start of global routing: 12
Cell area after layout: 0.00581 mm2
DP HPWL: 13,400 um
Final setup TNS: 0 ns
Busiest layer in global routing: met2
Grt met2 use: 28.6%
Routed WL: 14,900 um
DRC: 0
GRT Total Usage: 16.8%
Logic area: 0.00366 mm2
First-pass GRT wire length: 23,500 um
Min Tclk post-route: 14.50 ns
Cell Type Count: 65
DRT Pass-1 Iters: 5
Post-layout period usage: 52.5%
Layout cell share with drive strength beyond 1: 3.31%
PwrDens: 26.6 mW/mm2
Startpoint Class: primary input
Seq cells: 0
FMAX: 69.0 MHz
Comb pwr share: 100.0%
Die height: 130 um
Antenna-violating nets left: 0
Number of clock buffers in the layout: 0
Vias per Instance: 5.29
Status: complete, no violations
CP Capture Type: primary output
Post-Syn Area: 0.00382 mm2
Vias: 4,618
Num ports: 192
Ys Warns: 1
Most instantiated logic cells after routing: 192 x clkdlybuf4s50_1, 75 x a21oi_1, 63 x ha_1
WS Path Type: in -> out
Yosys Instances: 555
CP Data Required Time: 22.08 ns
DP Area: 0.00581 mm2
Synth mux share: 0%
Log Warnings: 32
RSZ-0062 raised after global routing: no
Die X: 130 um
Cell Int Power: 0.0000884 W
CP cell instances: clkdlybuf4s50_1 -> ha_1 -> fa_1 -> a21oi_2 -> nor2_1 -> nor4_4 -> nor2_1 -> a21oi_4 -> a21oi_1 -> o32ai_1 -> o21ai_1 -> xor2_1 -> clkdlybuf4s50_1
# resized after CTS: 0
Crit-path slowest cell: clkdlybuf4s50_1
Fill count: 1,186
Overflow after GRT: 0
Worst Tran Pin Value: 0.511 ns
Wire per inst: 17.0 um
Core Rows: 40
Post-Synth Simple-Gate Area: 23.6%
Core ar.: 0.0119 mm2
Main logic family: AND-OR/OR-AND gates
Yosys aoi share: 37.2%
GP Congestion: 0.939
## metal layers
| metal | share of wire (%) | wire length [um] |
|---|---|---|
| met5 | 0 | 0 |
| met1 | 45 | 6760 |
| met4 | 0.54 | 80 |
| met2 | 48 | 7200 |
| met3 | 5.7 | 842 |
## power by group through the flow
stage	logic (W)	registers, W	clock network [W]
after CTS	0.000156	0	0
after global routing	0.000170	0	0
final	0.000155	0	0
## path summary, 6_finish.rpt
check  from       to  slack (ns)  depth (start not counted)
max    a[0]  sum[44]       13.10                         13
min    b[0]   sum[0]       12.07                          3
## cell usage after synthesis (all sizes together) (5+ instances only)
library cell  number  share of area [%]
nand2             54                5.4
nand4             17                2.8
o21a               7                1.4
ha                63                 21
xor2              23                5.3
a21o              35                6.9
nor2b              6               0.98
nand3             19                2.6
xnor2             37                8.5
and3               7                1.2
nor2              41                4.2
a31oi              6               0.98
inv               14                1.4
buf               16                2.3
a21boi             5                1.2
nor3               9                1.2
nand2b             5               0.82
clkbuf             5               0.52
o21ai             42                5.9
o21bai            13                2.6
a21oi             80                 11
## tightest hold or removal path: cells and delay by family
kind	cells	cell delay, ns
buffers and inverters	2	0.92
adder cells (fa/ha/maj)	1	0.11
## final cells by class
cell class	count	share of cell area, %
Timing Repair Buffer	192	33.1
Multi-Input combinational cell	520	62.9
Inverter	14	0.904
Tap cell	147	3.16
## metrics by stage
step | util, % | power (W) | setup slack (ns) | std cells | hold WS, ns
after floorplan | - | 0.0000748 | 14.40 | 555 | 11.11
after global placement | 48.8 | 0.000155 | 13.13 | 873 | 12.09
after detailed placement | 48.8 | 0.000155 | 13.12 | 873 | 12.07
after CTS | 48.8 | 0.000156 | 13.09 | 873 | 12.08
after global routing | 48.8 | 0.000170 | 12.89 | 873 | 12.11
final | 48.8 | 0.000155 | 13.10 | 873 | 12.07
## cell families after synthesis
kind of cell | Yosys count
compound gates | 217
xor+xnor | 60
fa+ha+maj | 64
buf+inv | 35
simple gates | 179
Power and IR drop assume default switching activity.
