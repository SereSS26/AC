===== design/flow/config.mk =====
export PLATFORM = sky130hd
export DESIGN_NAME = cnt1s
export DESIGN_NICKNAME = cnt1s
export VERILOG_FILES = /design/flow/design.v
export SDC_FILE = /design/flow/constraint.sdc
export NUM_CORES = 4
export LEC_CHECK = 1
export CORE_AREA = 10 10 70 70
export DIE_AREA = 0 0 80 80

===== design/flow/constraint.sdc =====
current_design cnt1s

set clk_period 3.5
set clk_io_pct 0.2

create_clock -name clk0 -period $clk_period

set non_clock_inputs [all_inputs -no_clocks]
set_input_delay [expr $clk_period * $clk_io_pct] -clock clk0 $non_clock_inputs
set_output_delay [expr $clk_period * $clk_io_pct] -clock clk0 [all_outputs]

===== design/flow/design.v =====
module cnt1s (
  input [5:0] i,
  output reg [2:0] o
);
  integer aux;
  always @(*) begin
    aux=0;
    if(i[0]==1)
      aux=aux+1;
    if(i[1]==1)
      aux=aux+1;
    if(i[2]==1)
      aux=aux+1;
    if(i[3]==1)
      aux=aux+1;
    if(i[4]==1)
      aux=aux+1;
    if(i[5]==1)
      aux=aux+1;
    o =aux;
  end
endmodule
module cnt1s_tb;
  reg [5:0] i;
  wire [2:0] o;
  cnt1s cnt1s_i (.i(i), .o(o));
  integer k;
  initial begin
    $display("Time\ti\t\to");
    $monitor("%0t\t%b(%2d)\t%b(%0d)", $time, i, i, o, o);
    i = 0;
    for (k = 1; k < 64; k = k + 1)
      #10 i = k;
  end
endmodule

===== design/flow/run.sh =====
#!/bin/bash
# OpenROAD 26Q1-2900-gdf79404cd8, Yosys 0.63+post, stock flow scripts
make -C /OpenROAD-flow-scripts/flow DESIGN_CONFIG=/design/flow/config.mk WORK_HOME=/design/flow/orfs finish

==> deck_impl_summary.md <==
Run Summary

Clocking
  • # hold bufs at CTS: 0

Place
  • Place WS: -0.781 ns
  • Placed instance count: ~100
  • Dpl hpwl: 605 µm
  • GPL Wtd Cong: 0.742
  • Post-place instance area: 500 µm²
  • Port bufs: 9

Synthesis
  • Yosys cell count: 36
  • Synth Warn #: 1
  • Synth area leader: ha_1
  • Most frequent cell after synthesis: ha_1
  • Sequential share of the synthesized area: 0
  • Area share, top type: 0.263
  • Top cells, area: ha_1 (26%), xnor2_1 (12%), xor2_1 (9.2%)
  • Mapped Cells: 36
  • Netlist cell types: 16
  • Yosys stat area: 285 µm²
  • Synth Area per Inst: 7.92 µm²
  • Synth top cells by count: ha_1 (6), inv_1 (4), nand2_1 (4), xnor2_1 (4)
  • Synthesized cell area: 285 µm²

Floorplan
  • Die Area: 6400 µm²
  • Die width: 80 µm
  • Row count: 21
  • Die height: 80 µm
  • Core Area: roughly 3400 µm²
  • Starting Density: 0.0835
  • I/O pins: 9

Power
  • Total power after layout: 119 µW
  • Comb power frac: 1.000
  • Pleak: 0.000249 µW
  • P_int: 73.0 µW
  • Sw frac: 0.385
  • Worst vdd ir: between 30 and 40 µV
  • Psw: about 46 µW
  • PD cells: 203 nW/µm²
  • Clock Power Share: 0
  • Sequential power share: 0

Timing
  • Unrepaired setup endpoints after global routing: yes
  • Period utilisation layout: 0.968
  • Worst slew pin tran: 0.227 ns
  • Max Clock Freq: 295 MHz
  • Final Hold Viols: 0
  • Final Max Tran Viols: 0
  • Max-slew headroom: 0.848
  • Final setup margin: 0.111 ns
  • Endpoints failing setup: 0
  • Tmin final: 3.39 ns

GRT
  • First-pass GRT wire length: 1.32 mm
  • Largest net degree at the start of global routing: 7
  • Grt ovf: 0
  • Vias in the first global route: 294
  • Initial antenna violation count: 0
  • GRT Util Overall: 0.0238

Setup path
  • Cell Chain, Critical Path: buf_2 > buf_6 > ha_4 > mux2i_2 > mux2_4 > nand2_4 > ha_4 > nor2_4 > a31oi_2 > ha_2 > nand2b_1 > o31ai_1 > a31oi_1 > buf_2
  • CP peak stage delay: roughly 0.34 ns
  • CP max FO: 2
  • CP startpoint kind: input pin
  • Worst EP arrival: 2.69 ns
  • Crit Path Class: in2out
  • Data required time of the worst path: 2.80 ns
  • Worst setup EP type: primary output
  • Crit path max-delay cell type: mux2_4

Routing
  • Post-route DRC: 0
  • Final wirelength: 750 µm
  • Number of routed nets with antenna violations: 0
  • Initial DRT Pass Iterations: 3
  • Ant diodes: 0
  • Routed len/inst: 7.35 µm
  • DR iter-0 viols: 5
  • Via count: 302
  • Via density per instance: 2.96

Worst hold path
  • Hold WC Path Type: in2out
  • Depth of the worst hold-timing path: 5
  • Hold EP: o[2]
  • Hold Startpoint: i[2]

Finish
  • Register area: 0 µm²
  • Logic cell area: 347 µm²
  • Final Cell Area: 584 µm²
  • CLK BUF: 0
  • Seq_cells: 0
  • Layout cells sized above 1: 0.554
  • Filler cells: about 380
  • Fin cells: approximately 100
  • Layout area overhead: 105%

Job
  • Total of max-cap violations: 0
  • Count of tool warnings: 36

Outcome
  • Status: finished clean
[critical path: cells and delay by family]
kind                       cells  cell delay [ns]
and+or+nand+nor                3             0.23
muxes                          2             0.51
adders and majority gates      3             0.66
AOI/OAI and AO/OA              3             0.25
buffers and inverters          3             0.34
[power groups by stage]
stage | combinational, µW | clock (µW) | sequential, µW
6_report | 119 | 0 | 0
4_1_cts | 105 | 0 | 0
5_1_grt | 132 | 0 | 0
[cells by family after synthesis]
logic type,share of synthesized area
AND/OR/NAND/NOR,0.215
adder cells (fa/ha/maj),0.263
XOR/XNOR,0.215
buffers and inverters,0.0789
multiplexers,0.0746
AND-OR/OR-AND,0.154
[worst max-delay path by stage]
stage	cells past startpoint	endpoint	from	slack (ns)
final	14	o[1]	i[0]	0.11
after CTS	13	o[2]	i[2]	0.08
after global routing	14	o[1]	i[1]	-0.03
[stage by stage]
step	util	hold slack, ns	setup TNS [ns]
3_3_place_gp	0.147	2.51	-1.45
2_1_floorplan	-	1.51	0
4_1_cts	0.160	2.12	0
6_report	0.171	1.94	0
5_1_grt	0.171	1.99	-0.0331
3_5_place_dp	0.147	2.52	-1.53
[routing by layer]
| layer | vias up | GRT usage | wire length (µm) |
|---|---|---|---|
| li1 | 164 | - | - |
| met1 | 137 | 0.0270 | 304 |
| met2 | 1 | 0.0498 | 445 |
| met3 | 0 | 0 | 0 |
| met4 | 0 | 0 | 0 |
| met5 | - | 0 | 0 |
[placed cells by master, fill, tap and decap left out]
cell type,count
buf_4,9
buf_2,4
xnor2_1,3
nand2_1,3
ha_4,3
clkdlybuf4s50_1,3
buf_6,3
xor2_1,2
inv_1,2
nor2_1,2
nand2b_1,2
inv_2,2
ha_1,2
xnor2_2,1
a211o_1,1
mux2i_2,1
mux2_4,1
nand2_4,1
nor2_4,1
a31oi_2,1
o31ai_1,1
a31oi_1,1
and4bb_1,1
and4b_1,1
a311oi_2,1
xor2_2,1
ha_2,1
clkbuf_2,1
dlygate4sd2_1,1
[repair_timing]
item                                    4_1_cts  5_1_grt
endpoints found under the setup margin        2        2
setup buffers                                 1        1
pin swaps                                     6        2
gates resized                                29        8
[cell type report]
type / count / area share
repair buffers: 21 / 0.283
well taps: 46 / 0.0985
multi-input cells: 31 / 0.593
inverters: 4 / 0.0257
Power is estimated from default activity; no workload was simulated.
